File: design.v
module controller ( input[8:0] func, input zero, input[3:0] opcode, input clk, go,
                    output reg sel_write_reg, sel_B_ALU, mem_write, mem_read, reg_write,
                    output reg [2:0] sel_write_data, ALU_op, output reg [1:0] sel_PC );
  parameter[3:0] Load = 4'b0000, Store = 4'b0001, Jump = 4'b0010, BranchZ = 0100,
                 TypeC = 1000, Addi = 1100, Subi = 1101, Andi = 1110, Ori = 1111;
  parameter[8:0] Clear = 9'b000000001, MoveTo = 9'b000000010, MoveFrom = 9'b000000100, Add = 9'b000001000,
                 Sub = 9'b000010000, And = 9'b000100000, Or = 9'b001000000, Not = 9'b010000000, Nop = 9'b100000000;
  always @ ( posedge clk ) begin
    sel_write_reg = 0;
    sel_B_ALU = 0;
    mem_write = 0;
    mem_read = 0;
    reg_write = 0;
    sel_write_data = 0;
    ALU_op = 0;
    sel_PC = 0;
    case(opcode) 
      Load: begin
        sel_write_data = 3'b000;
        sel_PC = 2'b10;
        mem_read = 1'b1;
        reg_write = 1'b1;
      end
      Store: begin
        sel_PC = 2'b10;
        mem_write = 1'b1;
      end
      Jump: begin
        sel_PC = 2'b00;
      end
      BranchZ: begin
        sel_B_ALU = 1'b0;
        if ( zero == 1 )
          sel_PC = 2'b01;
        else
          sel_PC = 2'b10;
        ALU_op = 3'b110;
      end
      TypeC: begin
        case ( func )
          Clear: begin
            sel_write_reg = 1'b1;
            sel_write_data = 3'b101;
            sel_PC = 2'b10;
            reg_write = 1'b1;
          end
          MoveTo: begin
            sel_write_reg = 1'b1;
            sel_write_data = 3'b001;
            sel_PC = 2'b10;
            reg_write = 1'b1;
          end
          MoveFrom: begin
            sel_write_data = 3'b010;
            sel_PC = 2'b10;
            reg_write = 1'b1;
          end
          Add: begin
           sel_write_data = 3'b100;
           sel_PC = 2'b10;
           reg_write = 1'b1;
           ALU_op = 3'b010;
          end
          Sub: begin
            sel_write_data = 3'b100;
            sel_PC = 2'b10;
            reg_write = 1'b1;
            ALU_op = 3'b110;
          end
          And: begin
            sel_write_data = 3'b100;
            sel_PC = 2'b10;
            reg_write = 1'b1;
            ALU_op = 3'b000;
          end
          Or: begin
            sel_write_data = 3'b100;
            sel_PC = 2'b10;
            reg_write = 1'b1;
            ALU_op = 3'b001;
          end
          Not: begin
            sel_write_data = 3'b011;
            sel_PC = 2'b10;
            reg_write = 1'b1;
          end
          Nop: begin
            sel_PC = 2'b10;
          end      
        endcase
      end
      Addi: begin
        sel_B_ALU = 1'b1;
        sel_write_data = 3'b100;
        sel_PC = 2'b10;
        reg_write = 1'b1;
        ALU_op = 3'b010;
      end
      Subi: begin
        sel_B_ALU = 1'b1;
        sel_write_data = 3'b100;
        sel_PC = 2'b10;
        reg_write = 1'b1;
        ALU_op = 3'b110;
      end
      Andi: begin
        sel_B_ALU = 1'b1;
        sel_write_data = 3'b100;
        sel_PC = 2'b10;
        reg_write = 1'b1;
        ALU_op = 3'b000;
      end
      Ori: begin
        sel_B_ALU = 1'b1;
        sel_write_data = 3'b100;
        sel_PC = 2'b10;
        reg_write = 1'b1;
        ALU_op = 3'b001;
      end
    endcase
  end
endmodule
File: run.sh
#!/bin/bash
# OpenROAD 26Q1-2900-gdf79404cd8, Yosys 0.63+post, stock flow scripts
make -C /OpenROAD-flow-scripts/flow DESIGN_CONFIG=/design/flow/config.mk WORK_HOME=/design/flow/orfs finish
File: config.mk
export PLATFORM = sky130hd
export DESIGN_NAME = controller
export DESIGN_NICKNAME = controller
export VERILOG_FILES = /design/flow/design.v
export SDC_FILE = /design/flow/constraint.sdc
export NUM_CORES = 4
export LEC_CHECK = 1
export CORE_AREA = 10 10 84 84
export DIE_AREA = 0 0 94 94
File: constraint.sdc
current_design controller

set clk_period 2.9
set clk_io_pct 0.2

create_clock -name clk0 -period $clk_period [get_ports {clk}]

set non_clock_inputs [all_inputs -no_clocks]
set_input_delay [expr $clk_period * $clk_io_pct] -clock clk0 $non_clock_inputs
set_output_delay [expr $clk_period * $clk_io_pct] -clock clk0 [all_outputs]
==> run_results.csv <==
group,metric,value,unit
run_status,outcome,"completed",
die,die-area,8840,sq um
logic_synthesis,yosysSeqAreaShare,36.2,%
critical_path,cp.arrival,2.36,ns
cells_and_area,layout_top_cell,"clkdlybuf4s50_1",
drt,via_count,653,
placement,place.detailed.hpwl,1.61,mm
drt,wire_per_inst,10.9,um
power,total_power,0.421,mW
sta,fin_crit_sh,76.3,%
sta,hold_viol,0,
logic_synthesis,yosys-stat-cells,83,
placement,gp_congestion,0.827,
critical_path,crit_type,"in -> reg",
grt,use_met2,7.09,%
sta,worst_slew_pin_slew,0.492,ns
min_path,hold_end,"sel_PC[0]",
die,placementRows,26,
clocking,path_clk_slew,0.05,ns
drt,drc_errors,0,
cells_and_area,drive_above_1_share,8.41,%
sta,period_minus_slack,2.21,ns
power,power.leakage,0.373,nW
die,die.size.y,94,um
clocking,cts_tree,"done",
die,coreArea,5200,sq um
grt,grt_overflow,0,
critical_path,path_max_fanout,8,
clocking,cts_setup_buffers,0,
drt,viasPerCell,3.69,
sta,setup_violations,0,
logic_synthesis,yosys_warnings,1,
run,cap_violations,0,
logic_synthesis,syn-mean-instance-area,8.65,sq um
clocking,cts_resized,0,
die,die_width,94,um
clocking,cts_buffers,3,
drt,dr.pass1.iters,4,
sta,clock.fmax,0.452,GHz
logic_synthesis,ys_ff,13,
logic_synthesis,yosysChipArea,718,sq um
grt,grt_pass1_vias,679,
grt,use_met1,5.08,%
min_path,hold_path.class,"in -> reg",
grt,grt_max_degree,13,
drt,postRouteAntennaNets,0,
drt,wirelength,1.92,mm
critical_path,cp-start-kind,"input port",
critical_path,crit_start,"opcode[1]",
drt,drtIter0Drc,52,
cells_and_area,fillCellCount,584,
logic_synthesis,syn_area,718,sq um
grt,global_route.peak_usage_layer,"met2",
min_path,hold_depth,3,
die,ioPinCount,29,
power,p_per_area,388,nW/um^2
clocking,clockBufferDepth,2,
clocking,cts_root_buf,"clkbuf_8",
die,fp_util,13.8,%
clocking,cts_hold_buf,0,
power,ir_worst_vdd,109,uV
grt,antenna_found_initial,0,
drt,antenna_cells,0,
run,warnings,26,
clocking,cts_max_level,1,
logic_synthesis,edf_count,0,
logic_synthesis,yosysUniqueCellTypes,33,
placement,placement.io_buffers,27,
cells_and_area,area_growth,51.0,%
grt,track_usage,4.42,%
logic_synthesis,ff_type,"dfxtp_1",
critical_path,cp.required,3.05,ns
min_path,min_from,"zero",
logic_synthesis,ys_async_sr_fraction,0,%
clocking,cts.sinks,13,
sta,fin_tns_setup,0,ns
sta,max-slew-margin-rel,67.1,%
cells_and_area,mostFrequentLayoutCells,"27 x clkdlybuf4s50_1, 13 x dfxtp_1, 7 x o21ai_0",
critical_path,worst_setup_path_end_kind,"flop",
logic_synthesis,synthCells,83,
grt,met3_usage,2.50,%
sta,rsz0062_at_grt,"no",
grt,grt_pass1_wl,3.23,mm
sta,slew_violations,0,
-- report_power, final --
part           switching, mW  internal (mW)  total, mW
combinational         0.0360         0.0439     0.0799
sequential           0.00194          0.187      0.189
clock                 0.0561         0.0964      0.153
total                 0.0941          0.327      0.421
-- cell type report --
class	instances	area, sq um	area share (%)
Timing Repair Buffer	27	270	24.9
Tap cell	70	87.6	8.07
Multi-Input combinational cell	61	414	38.2
Inverter	2	7.51	0.692
Sequential cell	13	260	24.0
Clock buffer	4	45.0	4.15
-- synthesized netlist by cell type (2+ instances only) --
| master | number | share of area [%] |
|---|---|---|
| nor4_1 | 3 | 2.6 |
| nor3_1 | 2 | 1.4 |
| o211ai_1 | 2 | 2.1 |
| a21oi_1 | 4 | 2.8 |
| nor3b_1 | 2 | 2.1 |
| nand3_1 | 5 | 3.5 |
| dfxtp_1 | 13 | 36 |
| inv_1 | 2 | 1.0 |
| nand4b_1 | 2 | 2.4 |
| o21ai_0 | 7 | 4.9 |
| and3_1 | 2 | 1.7 |
| nor2_1 | 6 | 3.1 |
| nor2b_1 | 3 | 2.6 |
| clkbuf_1 | 4 | 2.1 |
| xor2_1 | 4 | 4.9 |
| nand2_1 | 4 | 2.1 |
| buf_2 | 2 | 1.4 |
-- cell families (layout without fill, tap and decap cells) --
logic type,Yosys count,count (layout),share of synthesized area (%)
AND/OR/NAND/NOR,38,38,36.4
XOR/XNOR,5,5,6.10
AND-OR/OR-AND,18,18,15.2
flip-flops,13,13,36.2
buffers and inverters,9,33,6.10
-- metal layers --
layer / vias to the layer above / wire length, um
met2: 14 / 896
met5: - / 0
met1: 291 / 774
met3: 2 / 236
met4: 0 / 17
li1: 346 / -
-- metrics by stage --
step / instances / instance area (sq um) / setup WS, ns / hold slack [ns] / utilization (%)
floorplan: 83 / 718 / 1.09 / 0.655 / -
global route: 177 / 1080 / 0.624 / 0.944 / 20.8
detailed placement: 173 / 1040 / 0.453 / 1.15 / 20.0
CTS: 177 / 1080 / 0.699 / 0.902 / 20.8
global placement: 173 / 1040 / 0.480 / 1.15 / 20.0
finish: 177 / 1080 / 0.686 / 0.906 / 20.8
-- worst max-delay path, stage by stage --
cell             delay, ns
clkdlybuf4s50_1       0.59
nor4b_4               0.33
and2b_1               0.22
nand2_2               0.08
or3_4                 0.37
nor4_4                0.19
-- how the worst max path moves through the flow --
stage     slack (ns)                end
4_1_cts         0.70  sel_write_data[1]
5_1_grt         0.62  sel_write_data[1]
6_report        0.69  sel_write_data[1]
Power figures rest on the tool's default switching activity, not on a simulated workload.
