==> flow/design.v <==
module Adder( input[11:0] a, b, output[11:0] result );
  assign result = a + b;
endmodule
==> flow/run.sh <==
#!/bin/bash
# OpenROAD 26Q1-2900-gdf79404cd8, Yosys 0.63+post, stock flow scripts
make -C /OpenROAD-flow-scripts/flow DESIGN_CONFIG=/design/flow/config.mk WORK_HOME=/design/flow/orfs finish
==> flow/config.mk <==
export PLATFORM = sky130hd
export DESIGN_NAME = Adder
export DESIGN_NICKNAME = Adder
export VERILOG_FILES = /design/flow/design.v
export SDC_FILE = /design/flow/constraint.sdc
export NUM_CORES = 4
export LEC_CHECK = 1
export CORE_AREA = 10 10 70 70
export DIE_AREA = 0 0 80 80
==> flow/constraint.sdc <==
current_design Adder

set clk_period 6.3
set clk_io_pct 0.2

create_clock -name clk0 -period $clk_period

set non_clock_inputs [all_inputs -no_clocks]
set_input_delay [expr $clk_period * $clk_io_pct] -clock clk0 $non_clock_inputs
set_output_delay [expr $clk_period * $clk_io_pct] -clock clk0 [all_outputs]
==> notes.org <==
* Flow results

** Final timing
- For this run, the final setup violation count is recorded as 0.
- Smallest hold slack :: 3540 ps
- Setup repair after global routing left no endpoint under its margin.
- Final worst slack :: 1090 ps
- At the pin with the least slew margin, the transition time is 325 ps.
- Setup total negative slack on the finished layout was measured at 0 ps.
- Fmax achieved :: 192 MHz
- Counting I/O delays and the setup requirement, the final critical path takes 5210 ps.
- Period utilisation layout :: 82.7%
- Checking max transition, the worst relative margin is 78.3%.
- Pins over their slew limit in the final report were tallied at 0.
- Endpoints failing hold in the final report were tallied at 0.

** Cells and area
- Per the layout area report, the register area comes to 0 um^2.
- Number of clock-tree buffers in the layout :: 0
- The multi-input combinational cells in the finished layout cover a total of 503 um^2.
- Relative to the synthesized area, the layout overhead comes to 83.1%.
- Share of final-layout standard cells stronger than drive strength 1 :: 4.21%
- Num sequential :: 0
- After the flow finishes, the layout carries non-filler instances totaling 141.
- Fillers :: 381

** Global route
- For this run, the total global-route usage over all layers was measured as 4.62%.
- Maximum number of pins on one net before global-route repair :: 7
- Summed over all layers, the global routing overflow is 0.
- The number of antenna violations at the first check in global routing was 0.
- Wire length of the first global-routing pass :: 2540 um
- The via count of the first global-routing pass was 571.

** Synth
- Per the synthesis report, the single largest cell type by area occupies 27.4% of cell area.
- Sequential cells were found to cover 0% of the synthesized design area.
- Post-synth area hogs :: sky130_fd_sc_hd__ha_1 27%, sky130_fd_sc_hd__xnor2_1 10%, sky130_fd_sc_hd__xor2_1 7.0%
- Summed over all instances, the cell type with the most area after synthesis is sky130_fd_sc_hd__ha_1.
- The synthesis report lists the Yosys warning total as 0.
- In the synthesis report, Yosys lists the chip area as 503 um^2.
- Mean area per synthesized cell :: 8.53 um^2
- Gate count after technology mapping :: 59
- Most frequently used cell type in the post-synthesis netlist :: sky130_fd_sc_hd__ha_1
- Counting instances in the post-synthesis netlist gives the leading cell types as 11 x sky130_fd_sc_hd__ha_1, 6 x sky130_fd_sc_hd__a21oi_1, 6 x sky130_fd_sc_hd__nor2_1, 6 x sky130_fd_sc_hd__xnor2_1, 4 x sky130_fd_sc_hd__xor2_1.
- Netlist area before placement :: 503 um^2
- Yosys stat cell total :: 59
- In the Yosys stats the netlist draws on 23 distinct library cells.

** Drt
- TritonRoute reported its final design rule violation total as 0.
- Initial DRC count :: 12
- The first TritonRoute pass finished after 2 iterations.
- Total wire length after detailed routing :: 1580 um
- In this run the remaining antenna-violating nets after routing total 0.
- Total via count in the routed design :: 567
- Mean routed wirelength per cell :: 11.2 um
- After detailed routing, the number of vias per cell comes to 4.02.
- The final antenna diode tally reported by the flow is 0.

** Worst setup path
- Category of the worst setup path capture point :: primary output
- Cell-by-cell trace of the critical path :: clkdlybuf4s50_1 > ha_1 > fa_1 > a211oi_1 > nor2_1 > o21a_1 > o41a_1 > xor2_1 > clkdlybuf4s50_1
- The worst setup path is launched from a primary input.
- Following the worst setup path forward leads to its endpoint at result[8].
- Origin of the worst setup path :: a[0]
- Looking at the critical path, the highest net fanout was 3.
- Among the stages of the critical path, the cell type that occurs most often is sky130_fd_sc_hd__clkdlybuf4s50_1.
- Looking at the setup timing report, the critical path kind is primary input to primary output.
- The required time at the worst endpoint is listed as 5040 ps.
- Arrival @ worst endpoint :: 3950 ps
- Critical-path cell with the highest stage delay :: sky130_fd_sc_hd__clkdlybuf4s50_1
- Among all stages on the critical path, the maximum delay recorded is 490 ps.

** Placement
- Detailed placement ended at an HPWL of 1440 um.
- Setup slack at placement :: 1100 ps
- Last weighted congestion value of the routability-driven placer :: 0.751
- PortBufs :: 36
- Number of cells in the design after placement :: 141

** Floorplan
- In this run the standard cell core region covers 3420 um^2.
- 36 I/O pins were placed.
- Horizontal die dimension :: 80 um
- The report lists the number of standard-cell rows as 21.
- Die span in y :: 80 um
- Fp_density :: 14.7%
- Die ar. :: 6400 um^2

** Clock tree
- The report lists the number of cells resized after CTS as 0.
- Number of hold buffers added after cts :: 0
- Post-CTS setup repair buffer count :: 0

** Worst hold path
- The path class of the tightest hold or removal check is primary input to primary output.
- The worst hold path passes through 3 cells.

** Run
- Tally of max-capacitance violations :: 0
- Number of warnings in the stage logs :: 32

** Power
- Per the power-grid run, VDD falls by no more than 0.0352 mV.
- Summed over all cells, the static leakage comes to 0.359 nW.
- Power density over the cells :: 101 nW/um^2

** Status
- The flow ran to the end, and the final reports show no timing, DRC or antenna violations.
[layer usage]
layer	GRT usage (%)	vias to the layer above	share of wire [%]
li1	-	299	-
met1	6.49	244	49
met2	6.98	24	41
met3	1.70	0	11
met4	0	0	0
met5	0	-	0
[power breakdown]
group | internal, mW | switching (mW)
registers | 0 | 0
logic | 0.0613 | 0.0319
clock network | 0 | 0
total | 0.0613 | 0.0319
[layout make-up]
| cell class | count | share of cell area [%] |
|---|---|---|
| tap | 46 | 6.25 |
| multi-input combinational | 59 | 54.6 |
| timing repair buffer | 36 | 39.1 |
[worst min path at each step]
stage     startpoint         to  slack, ps
4_1_cts         b[0]  result[0]       3560
5_1_grt         b[0]  result[0]       3590
6_report        b[0]  result[0]       3540
[critical path, delay by kind of cell]
family | cells | cell delay (ps)
buffers and inverters | 2 | 900
AND-OR/OR-AND | 3 | 880
adder cells (fa/ha/maj) | 2 | 660
XOR/XNOR | 1 | 140
AND/OR/NAND/NOR | 1 | 120
[per-stage QoR]
| step | total power [mW] | instance area, um^2 | utilization, % |
|---|---|---|---|
| after floorplan | 0.0407 | 503 | - |
| after global placement | 0.0945 | 921 | 27.0 |
| after detailed placement | 0.0947 | 921 | 27.0 |
| after CTS | 0.0955 | 921 | 27.0 |
| after global routing | 0.104 | 921 | 27.0 |
| final | 0.0932 | 921 | 27.0 |
[layout by cell type (no fill, tap or decap), types with 2 or more instances in the layout]
cell type and instances:
sky130_fd_sc_hd__xnor2_1 6, sky130_fd_sc_hd__a21oi_1 6, sky130_fd_sc_hd__nor3_1 2, sky130_fd_sc_hd__a21o_1 3, sky130_fd_sc_hd__clkdlybuf4s50_1 36, sky130_fd_sc_hd__and2_1 3
sky130_fd_sc_hd__o21a_1 2, sky130_fd_sc_hd__ha_1 11, sky130_fd_sc_hd__nor2_1 6, sky130_fd_sc_hd__xor2_1 4, sky130_fd_sc_hd__a211oi_1 2, sky130_fd_sc_hd__o21ai_0 2
[kinds of logic (layout without fill, tap and decap cells)]
kind of cell             Yosys count  after routing  share of synthesized area (%)
XOR/XNOR                          10             10                           17.4
AND-OR/OR-AND                     21             21                           34.1
AND/OR/NAND/NOR                   16             16                           17.2
adder cells (fa/ha/maj)           12             12                           31.3
buffers and inverters              0             36                              0
Power figures rest on the tool's default switching activity, not on a simulated workload.
